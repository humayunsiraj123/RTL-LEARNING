===== ./config.mk =====
export PLATFORM = sky130hd
export DESIGN_NAME = voting_machine
export DESIGN_NICKNAME = voting_machine
export VERILOG_FILES = /design/flow/design.v
export SDC_FILE = /design/flow/constraint.sdc
export NUM_CORES = 4
export LEC_CHECK = 1
export CORE_UTILIZATION = 40

===== ./constraint.sdc =====
current_design voting_machine

set clk_period 3.2
set clk_io_pct 0.2

create_clock -name clk0 -period $clk_period [get_ports {clk}]

set non_clock_inputs [all_inputs -no_clocks]
set_input_delay [expr $clk_period * $clk_io_pct] -clock clk0 $non_clock_inputs
set_output_delay [expr $clk_period * $clk_io_pct] -clock clk0 [all_outputs]

===== ./design.v =====
module voting_tb;
  reg clk,reset,button1,button2,button3,button4,modeS;
  wire [7:0]LED;
  always 
   begin
    #5 clk=~clk;
   end
  initial
    begin
  $dumpfile("testbench.vcd");
      $dumpvars(0,voting_tb); reset=0;button1=1'b1;button2=0;button3=0;button4=0;modeS=0;
  #10;  
reset=0;button1=1;button2=0;button3=0;button4=0;modeS=0;
  #10;  
reset=0;button1=0;button2=1'b1;button3=0;button4=0;modeS=0;
  #10;  
reset=0;button1=1;button2=0;button3=0;button4=1'b1;modeS=0;
  #10;
    reset=0;button1=1'b1;button2=0;button3=0;button4=0;modeS=0;
  #10;  
reset=0;button1=1;button2=0;button3=0;button4=0;modeS=0;
  #10;  
reset=0;button1=0;button2=1'b1;button3=0;button4=0;modeS=1;
  #10;  
reset=0;button1=1;button2=0;button3=0;button4=1'b1;modeS=0;
  #10;
      reset=0;button1=1;button2=0;button3=0;button4=1'b1;modeS=0;
  end
    voting_machine VM( .clk(clk),.reset(reset),.button1(button1),.button2(button2),.button3(button3),.button4(button4), .modeS(modeS) ,.LED(LED));
endmodule
module voting_machine(input clk,reset,button1,button2,button3,button4, modeS ,output[7:0]LED);
  wire valid1,valid2,valid3,valid4,valid_final;
  wire[7:0]vc1v,vc2v,vc3v,vc4v;
assign valid_final=  valid1|valid2|valid3|valid4;
  button B1(clk,reset,button1,valid1);
  button B2(clk,reset,button2,valid2);
  button B3(clk,reset,button3,valid3);
  button B4(clk,reset,button4,valid4);
  state_control SC(clk,reset,valid1,valid2,valid3,valid4,vc1v,vc2v,vc3v,vc4v,modeS);
  mode_control M_control( clk,reset,valid_final,vb1,vb2,vb3,vb4,modeS, vc1v,vc2v,vc3v,vc4v,LED);
endmodule
module button(clk,reset,B_in,B_out);
  input clk,reset,B_in;
  output reg B_out;
  reg [32:1] count;
  initial begin;
    count=0;
    B_out=0;
  end
  always@(posedge clk)
    begin
      if(reset)
        count<=0;
      else
        begin
      		if(B_in==1 && count <11)
        count<=count+1;
          if(!B_in)
              count<=0;
        end
    end
  always@(posedge clk)
    begin
      if(reset)
        B_out<=0;
      else
        begin
          if(count==10)
            B_out<=1'b1;
          if(count<10)
            B_out<=1'b0;
        end
    end
endmodule
module state_control(clk,reset,b1,b2,b3,b4,vc1,vc2,vc3,vc4,mode);
  input clk,reset,b1,b2,b3,b4,mode;
  output reg [7:0]vc1,vc2,vc3,vc4;
  always @(posedge clk)
    begin
      if(reset)
        begin
        vc1<=0;
      	vc2<=0;
        vc3<=0;
        vc4<=0;
        end
      else
        begin
          if(b1==1 &&mode==0)
  				vc1<=vc1+1;
          if(b2==1 &&mode==0)
          	vc2<=vc2+1;
          if(b3==1 &&mode==0)
          	vc3<=vc3+1;
          if(b4==1 &&mode==0)
          	vc4<=vc4+1;
    end
    end
endmodule
module mode_control(input clk,reset,valid,vb1,vb2,vb3,vb4,mode,input[7:0] vvc1,vvc2,vvc3,vvc4,output reg[7:0]led);
  reg[31:0] count;
  always@(posedge clk)
    begin
      if(reset)
        count<=0;
      else if(valid && count<10)
        count<=count+1;
      else if(count!=0 &&count<10)
        count<=count+1;
      else
        count<=0;
    end
  always@(posedge clk)
    begin 
    if(reset)
      led=8'h00;
  	else 
      begin
        if(mode==0 && count>0)
          led=8'hff;
        else if(mode==0)
          	led=8'h00;
        else if(mode==1)
          	begin
              if(vb1)
                led<=vvc1;
              else if(vb2)
                led<=vvc2;
              else if(vb3)
                led<=vvc3;
              else if(vb4)
                led<=vvc4;
            end
      end
  end
endmodule

===== ./run.sh =====
#!/bin/bash
# OpenROAD 26Q1-2900-gdf79404cd8, Yosys 0.63+post, stock flow scripts
make -C /OpenROAD-flow-scripts/flow DESIGN_CONFIG=/design/flow/config.mk WORK_HOME=/design/flow/orfs finish

==> qor.yml <==
logic_synthesis:
  async_reset_ff_share_pct: 0
  avgSynthCellArea_um2: 11.2
  edf_count: 0
  flop_cell: "dfxtp_1"
  synth_stat.cells: 487
  ys_warn_count: 11
  synthesis.area_um2: 5470
  synth_chip_area_um2: 5470
  ys_types: 40
  synth-seq-cells: 172
  ys_seq_share_pct: 63.0
  syn_inst: 487
layout:
  syn2layout_area_growth_pct: 18.1
  drive_above_1_share_pct: 9.47
  lay_top_cells: "172 x dfxtp_1, 111 x and2_1, 28 x conb_1, 24 x nor4_1, 17 x clkbuf_16"
  final_common_cell: "dfxtp_1"
route:
  routedWlPerCell_um: 10.9
  drtIter0Drc: 132
  route.detailed.drc: 0
  drtAntennaViolNets: 0
  routed_wl_um: 7910
  via_count: 3198
  drt-pass1-iter-count: 4
  avgViaCountPerCell: 4.41
  diodes: 0
timing:
  holdWs_ns: 0.457
  clock_skew_ns: 0.00815
  worst_slew_pin_slew_ns: 0.845
  maxSlewViolCount: 0
  finalCritPeriodShare_pct: 60.8
  timing.final.ws_setup_ns: 1.25
  rsz0062_at_grt: "no"
  timing_hold_violations_final: 0
  min_period_ns: 1.95
  finalSetupViolations: 0
  finalSetupTns_ns: 0
  fmax_ghz: 0.514
  max-slew-margin-rel_pct: 43.2
critical_path:
  rrSetupSlack_ns: 1.40
  r2r_cells: 4
  cp.depth: 5
  path_max_fanout: 9
  critPathLaunch: "modeS"
  crit_type: "in2reg"
  r2r-end: "B1.count[3]"
  worstPathArrival_ns: 2.21
  end_kind: "flip-flop"
  path_common_cell: "nor3_1"
  crit_chain: "clkdlybuf4s50_1 > nor2_1 > nand3_1 > nor3_1 > nor3_1"
  critPathMaxStageDelay_ns: 0.65
  worstSetupEndpoint: "M_control.led[7]"
  path_delay_family: "simple AND/OR/NAND/NOR gates"
  cp.buffers_inverters: 1
  cp_slowest_cell: "nor3_1"
  cp.required_ns: 3.46
  regToRegStartpoint: "B1.count[11]"
  start_kind: "input pin"
clock_network:
  clk_latency_ns: 0.41
  ctsResizeCount: 0
  clockRootBuffer: "clkbuf_16"
  cts_hold_buf: 0
  clock-sinks: 172
  htreeDepth: 4
  cts_buffers: 17
  cts_tree: "yes"
  cts_max_path_buffers: 2
  path_clk_slew_ns: 0.06
  post_cts_buffers: 0
place:
  port_buffers: 14
  place_ws_ns: 0.833
  gp_congestion: 0.801
  dp_hpwl_um: 5240
flow_run:
  drv_cap: 0
  warning_count: 30
die:
  fp_util_pct: 41.1
  ios: 15
  die_h_um: 119
  chipWidth_um: 119
  rows: 42
  dieArea_um2: 14100
  core_um2: 13300
power:
  power_density_nw_per_um2: 639
  p_leak_nw: 2.64
  irDropWorstVdd_v: 0.000484
global_route:
  antenna_found_initial: 0
  grt_pass1_wl_um: 14300
  grt_max_degree: 31
  grt-ovfl-total: 0
  grt_pass1_vias: 3108
  grt_use_total_pct: 12.7
status:
  status: "finished, final reports clean"
min_path:
  hp-class: "reg2reg"
==> synthesized netlist by cell type (3+ instances only) <==
library cell / count / area (um^2)
and3_1: 5 / 31.3
nor2b_1: 12 / 75.1
a221oi_1: 3 / 26.3
nor4_1: 24 / 150
nand2b_1: 7 / 43.8
a21oi_1: 10 / 50.1
nand3b_1: 3 / 22.5
dfxtp_1: 172 / 3440
nor4_2: 9 / 113
nor2_1: 11 / 41.3
o31ai_1: 3 / 22.5
and2_1: 111 / 694
or4_1: 3 / 22.5
nand2_1: 7 / 26.3
o21ai_0: 14 / 70.1
ha_1: 10 / 125
a32o_1: 3 / 30.0
or4_4: 3 / 33.8
nand3_1: 7 / 35.0
clkbuf_1: 15 / 56.3
or3_1: 9 / 56.3
nand4_1: 8 / 50.1
nor3_1: 10 / 50.1
inv_1: 12 / 45.0
==> sequential cells by signal (all words and copies together) (netlist names) <==
signal,count
B1.B_out,1
B1.count,32
B2.B_out,1
B2.count,32
B3.B_out,1
B3.count,32
B4.B_out,1
B4.count,32
M_control.count,32
M_control.led,8
==> metrics by stage <==
step	util [%]	power (mW)	cell area (um^2)	instances
finish	48.6	4.12	6450	725
global route	48.6	4.30	6450	725
CTS	48.6	4.18	6450	725
detailed placement	44.4	2.32	5910	693
global placement	44.4	2.31	5910	693
floorplan	-	2.27	5570	514
==> per-layer routing <==
| metal | GRT usage, % | wire (um) | up-vias |
|---|---|---|---|
| met5 | 0 | 0 | - |
| met4 | 1.42 | 82 | 0 |
| met3 | 3.77 | 335 | 6 |
| met2 | 17.3 | 3150 | 40 |
| met1 | 21.3 | 4340 | 1405 |
| li1 | - | - | 1747 |
==> worst register-to-register path, stage by stage (launching register included) <==
cell and delay [ns]:
dfxtp_1 0.31, nor4_1 0.33, nand4_1 0.35, or4_1 0.59
a21oi_1 0.15
==> worst min-delay path by stage <==
stage                 from  slack [ns]  cells past startpoint            to
finish        B1.count[29]        0.46                      1  B1.count[29]
global route   B3.count[9]        0.47                      1   B3.count[9]
CTS           B3.count[18]        0.46                      1  B3.count[18]
==> logic make-up (layout without fill, tap and decap cells) <==
| family | count (synthesis) | count (layout) | share of synthesized area [%] |
|---|---|---|---|
| other cells | 1 | 28 | 0.0686 |
| compound gates | 39 | 39 | 4.62 |
| mux | 1 | 1 | 0.183 |
| fa+ha+maj | 10 | 10 | 2.29 |
| simple gates | 234 | 234 | 27.6 |
| flops | 172 | 172 | 63.0 |
| xor+xnor | 2 | 2 | 0.320 |
| buf+inv | 28 | 63 | 1.94 |
==> final cells by class <==
type	instances	area [um^2]
repair buffers	19	178
well taps	176	220
multi-input cells	314	2020
fillers	1149	6840
flip-flops and latches	172	3440
clock inverters	13	106
clock buffers	19	443
inverters	12	45.0
==> where the power goes <==
group          internal (mW)  total [mW]  switching (mW)
Combinational         0.0388      0.0794          0.0406
Sequential              2.17        2.19          0.0158
Clock                   1.03        1.85           0.822
Total                   3.24        4.12           0.878
Power is estimated from default activity; no workload was simulated.
